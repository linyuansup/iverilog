## design/flow/design.v

```verilog
module ram(
    input clk,
    input [9:0] address,
    input [15:0] data_in,
    input rw,
    input reset,
    output reg [15:0] data_out
);
reg [15:0] mem [0:1023];
reg [15:0] i;
always @(posedge clk) begin
    if (reset) begin
        for (i = 0; i < 1024; i = i + 1) begin
            mem[i] <= 16'h0000;
        end
    end else if (rw == 0) begin
        mem[address] <= data_in;
    end else begin
        data_out <= mem[address];
    end
end
endmodule
```

## design/flow/run.sh

```bash
#!/bin/bash
# OpenROAD 26Q1-2900-gdf79404cd8, Yosys 0.63+post, stock flow scripts
make -C /OpenROAD-flow-scripts/flow DESIGN_CONFIG=/design/flow/config.mk WORK_HOME=/design/flow/orfs finish
```

## design/flow/config.mk

```make
export PLATFORM = sky130hd
export DESIGN_NAME = ram
export DESIGN_NICKNAME = ram
export VERILOG_FILES = /design/flow/design.v
export SDC_FILE = /design/flow/constraint.sdc
export NUM_CORES = 4
export LEC_CHECK = 1
export CORE_UTILIZATION = 50
export SYNTH_MEMORY_MAX_BITS = 65536
```

## design/flow/constraint.sdc

```tcl
current_design ram

set clk_period 62.8
set clk_io_pct 0.2

create_clock -name clk0 -period $clk_period [get_ports {clk}]

set non_clock_inputs [all_inputs -no_clocks]
set_input_delay [expr $clk_period * $clk_io_pct] -clock clk0 $non_clock_inputs
set_output_delay [expr $clk_period * $clk_io_pct] -clock clk0 [all_outputs]
```

==> summary.txt <==
Figures from the flow reports.

Status:
- The checks that failed: max-capacitance violations, max-slew violations.
- The flow ran to the end, but the final reports show violations.

Logic synthesis:
- The run gives the part of the Yosys area used for sequential elements as 0.6543.
- The run gives the number of distinct library cells after synthesis as 57.
- The run gives the synthesized netlist cell count as 53,745.
- The run gives the number of synthesized flops with an enable pin as 16,400.
- The run puts the total of warnings raised by yosys at 1.
- The run gives the synthesized area divided by synthesized cell count as 14.00 sq um.
- The run gives the most common flop cell mapped by yosys as edfxtp_1.
- The run puts the register bit count reported by yosys at 16,400.
- The run gives the synthesized cell area as 752,700 sq um.
- The run puts the number of cells in Yosys stat at 53,745.
- The run puts the fraction of registers with async set or reset after synthesis at 0.
- The run gives the total cell area reported by yosys after synthesis as 752,700 sq um.

Setup path:
- STA puts the critical path data required time at 63,900 ps.
- The run gives the setup slack on the worst flop-to-flop path as 56,840 ps.
- The run gives the type of destination of the critical path as a flip-flop.
- The critical path is of the input pin to flip-flop type.
- The run gives the first element of the critical path as address[1].
- The critical path ends at data_out[5].
- For the worst reg-to-reg path, the startpoint reported by OpenROAD is mem[668][0].
- The run puts the critical-path maximum fanout at 83.
- The capture point of the worst register-to-register path is recorded as data_out[0].
- The number of cells on the worst reg-to-reg path is 7.
- The worst setup path is launched from an input pin.
- The run gives the data arrival time of the critical path as 22,670 ps.

CTS:
- The run puts the TritonCTS buffer count at 1,801.
- The run gives the number of hold buffers added after CTS as 0.
- Per the repair_timing log after CTS, setup buffers inserted total 0.
- The run gives the clock root buffer master as clkbuf_16.
- The run gives the number of clock sinks as 16,400.
- The run puts the clock insertion delay at the later pin of the skew report at 1390 ps.
- The run gives the buffer depth of the longest clock path as 6.
- The run puts the H-tree depth at 7.
- TritonCTS built the clock tree.
- The run puts the register clock-pin slew on the reported worst setup and hold paths at 60 ps.
- The run gives the count of instances resized after the clock tree is built as 0.

Pwr:
- The run gives the total power as 24.52 mW.
- The run puts the leakage power total at 345.1 nW.
- The worst VDD IR drop from the latest analysis is 0.02640 mV.
- The script computed a power per unit cell area of 29.73 nW/um^2.

Layout:
- The final report gives the core utilization as 0.5495.
- The layout summary lists the proportion of cells stronger than drive strength 1 as 0.1260.
- For this run, the number of standard cells in the final layout without fillers is 72,225.
- Per the cell usage report, the commonest logic cells after layout are edfxtp_1 (16,400), and3_1 (14,733), mux2i_1 (5,429), o22ai_1 (2,320), buf_4 (2,304).
- After filler insertion, the fill cell instance count of the layout stands at 113,785.
- The run puts the layout overhead on the synthesized area at 9.577%.
- The run puts the area of all placed cells without fillers at 824,800 sq um.
- The library cell used most frequently in the layout, excluding fill and tap cells, is edfxtp_1.

Placed design:
- At the end of routability-driven placement, the weighted congestion stood at 0.9349.
- The run puts the count of buffers inserted at the top-level ports at 44.
- Note, the detailed placer reported a final HPWL of 1,529,000 um.
- Detailed placement reports a standard cell area of 769,300 sq um.
- The run gives the number of cells after detailed placement as 68,797.
- Timing analysis after detailed placement gives a worst setup slack of 40,190 ps.

Hold path:
- The run gives the path type of the worst min-delay path as flip-flop to flip-flop.

STA:
- The run puts the hold violation count in the final report at 0.
- The run gives the number of max-slew violations in the final report as 7.
- The run puts the worst hold margin at 1114 ps.
- Timing would allow up to 0.04635 GHz.
- The clock arrives with 98.12 ps of skew.
- The run gives the worst max-slew margin expressed relative to the limit as -0.09052.
- Setup total negative slack on the finished layout was measured at 0 ps.
- Setup repair after global routing left no endpoint under its margin.
- The run puts the minimum setup slack in the final design at 41,230 ps.
- The routed design could run at a clock period as short as 21,570 ps.
- Per the finish-stage timing summary, setup violations number 0.
- The run puts the part of the cycle the worst path needs at 0.3436.
- The run puts the transition time at the pin with the least slew margin at 1623 ps.

Run:
- The run gives the number of warnings in the stage logs as 217.
- The number of maximum-capacitance violations recorded for the run is 3.

Drt:
- For this run, the detailed router's first-pass iteration total came to 6.
- The run gives the number of DRC violations after detailed routing as 0.
- Dividing the detail-routed via count by the number of cells gives 6.438.
- The run puts the via count of the routed design at 464,962.
- The run gives the initial DRC count as 35,615.
- The run puts the overall routed net length at 2,528,000 um.
- After detailed routing, the average wire length per cell comes to 35.01 um.
- The run gives the remaining antenna violation count as 0.

GRT:
- The run puts the total grt overflow at 0.
- The first global-routing pass estimated 3,554,000 um of wire.
- The global routing report lists combined usage of all routing layers as 0.3645.
- The run gives the number of antenna violations at the first check in global routing as 216.
- The run puts the maximum number of pins on one net before global-route repair at 246.
- The run puts the via count of the first global-routing pass at 478,049.

Floorplanning:
- The initialized floorplan defines 450 standard-cell rows.
- The run puts the initial standard-cell utilization of the core at 0.5014.
- The run gives the vertical extent of the die as 1229 um.
- The run puts the overall die area at 1,510,000 sq um.
- The die is 1229 um wide.
- The run puts the area of the placeable core at 1,501,000 sq um.
- The run puts the count of boundary I/O pins at 45.
==> state kept, by name (all words and copies together) (netlist names) <==
name	count
data_out	16
mem	16384
==> routing by layer <==
layer	vias up	part of all wire	track usage	routed length, um
met3	5083	0.19	0.2886	471000
met2	29185	0.44	0.4928	1110000
met1	228634	0.32	0.4400	799800
li1	201813	-	-	-
met4	247	0.055	0.1571	138200
met5	-	0.0038	0.04392	9484
==> power by group <==
group          switching [mW]  internal, mW
clock                    4.27          5.78
sequential              0.140          12.6
combinational            1.26         0.508
total                    5.67          18.8
==> logic make-up after synthesis <==
group	share of synthesized area
AND-OR/OR-AND	0.04032
buffers and inverters	0.03859
flip-flops	0.6543
multiplexers	0.1156
AND/OR/NAND/NOR	0.1512
==> Yosys cell counts, types with 11 or more instances <==
cell type,instances,share of area
a22o_1,13,0.00015
clkbuf_1,6028,0.030
a2111oi_0,19,0.00022
nor4_1,429,0.0036
mux2_2,124,0.0019
o41ai_1,14,0.00016
o211ai_1,119,0.0012
edfxtp_1,16400,0.65
or4_1,86,0.00086
buf_1,214,0.0011
nor2_1,854,0.0043
buf_2,870,0.0058
a21o_1,919,0.0092
o21ai_0,283,0.0019
a21oi_1,12,0.000080
mux2i_1,5429,0.072
nand3_1,207,0.0014
buf_6,23,0.00034
a221oi_1,72,0.00084
o31ai_1,15,0.00015
nor3_1,333,0.0022
a211oi_1,11,0.00011
or2_2,109,0.00091
and2_1,1684,0.014
nand4_1,81,0.00067
buf_4,133,0.0013
o2111ai_1,118,0.0014
a22oi_1,504,0.0050
a31oi_1,64,0.00053
o22ai_1,2320,0.019
and3_1,14734,0.12
mux4_2,1390,0.042
nand2_1,73,0.00036
==> worst min path at each step <==
stage,from,cells past startpoint,end
CTS,mem[540][3],6,data_out[3]
global route,mem[540][3],6,data_out[3]
finish,mem[541][10],6,data_out[10]
==> cell type report <==
cell class                      instances  area, sq um   area share
Sequential cell                     16400       492500       0.5971
Inverter                                1        3.754  0.000004551
Clock inverter                        980         7742     0.009387
Clock buffer                         2199        47030      0.05702
Tap cell                            19888        24880      0.03017
Multi-Input combinational cell      30076       232400       0.2818
Antenna cell                          246        615.6    0.0007464
Timing Repair Buffer                 2435        19590      0.02375
==> worst max-delay path: stages <==
cell       delay, ps
buf_16           180
buf_4            570
buf_4            730
buf_4            430
buf_12           440
buf_4            640
buf_12           520
buf_4            670
buf_4            790
buf_4            580
mux2i_1          310
o22ai_1          120
nor4_1           650
buf_4            240
o211ai_1          90
nand3_1          830
buf_4            270
nand4_1          540
buf_4            410
a2111oi_2        450
nand4_1          140
Power figures rest on the tool's default switching activity, not on a simulated workload.
