$ cat flow/design.v
module dmem (
    input clk,
    input wm,
    input [7:0] in,
    input [7:0] ad,
    output [7:0] out
);
reg [7:0] mem [0:31];
assign out = mem[ad];
initial begin
    mem[0] = 1;
    mem[1] = 5;
    mem[2] = 9;
end
always @(negedge clk) begin
    if (wm) begin
        mem[ad] = in;
    end
end
endmodule
$ cat flow/constraint.sdc
current_design dmem

set clk_period 3.0
set clk_io_pct 0.2

create_clock -name clk0 -period $clk_period [get_ports {clk}]

set non_clock_inputs [all_inputs -no_clocks]
set_input_delay [expr $clk_period * $clk_io_pct] -clock clk0 $non_clock_inputs
set_output_delay [expr $clk_period * $clk_io_pct] -clock clk0 [all_outputs]
$ cat flow/config.mk
export PLATFORM = sky130hd
export DESIGN_NAME = dmem
export DESIGN_NICKNAME = dmem
export VERILOG_FILES = /design/flow/design.v
export SDC_FILE = /design/flow/constraint.sdc
export NUM_CORES = 4
export LEC_CHECK = 1
export CORE_UTILIZATION = 40
$ cat flow/run.sh
#!/bin/bash
# OpenROAD 26Q1-2900-gdf79404cd8, Yosys 0.63+post, stock flow scripts
make -C /OpenROAD-flow-scripts/flow DESIGN_CONFIG=/design/flow/config.mk WORK_HOME=/design/flow/orfs finish
==> summary.txt <==
Notes on the physical implementation.

- The run finished, with violations left.
- The checks that failed: negative setup slack.
- The post-synthesis cell type with the largest instance count is sky130_fd_sc_hd__edfxtp_1, for reference.
- The number of slew-limit violations in the final report is 0, for reference.
- The via count of the first global-routing pass came to 7,165.
- The fraction of layout cells with a size suffix above 1 is 0.228, for reference.
- The sum of negative setup slack is -8410 ps, for reference.
- The total DRC errors in the routed layout is 0, for reference.
- The data arrival at the endpoint of the critical path is 3560 ps, for reference.
- The area inside the core boundary is between 20,000 and 25,000 µm², for reference.
- The endpoint type of the worst setup path is an output pin, for reference.
- Checking max transition, the worst relative margin is 0.676.
- The per-instance average area after synthesis is 17.7 µm², for reference.
- The filler cells instantiated in the layout total 1,761.
- The vertical die dimension is 160 µm, for reference.
- The busiest layer in global routing is met2, for reference.
- The final hold violation count is 0, for reference.
- Per the CTS log, the maximum H-tree level is 1.
- The area of the synthesized netlist per yosys stat is 10,000 µm², for reference.
- The synthesis report lists the most area-consuming cells as sky130_fd_sc_hd__edfxtp_1, sky130_fd_sc_hd__mux2i_1, sky130_fd_sc_hd__o22ai_1, sky130_fd_sc_hd__nor2_1, sky130_fd_sc_hd__buf_2.
- Per the gpl log, the routability congestion estimate is 0.927.
- The met3 global-route usage is 0.111, for reference.
- The first global-routing pass estimated 36.7 mm of wire.
- Entering global routing, the biggest net connects 60 pins.
- The count of warnings emitted by yosys is 1, for reference.
- Summing all multi-input logic gate instances after layout gives 2710 µm².
- The worst ir drop on vdd is approximately 0.41 mV, for reference.
- The ratio of routed vias to standard cells is 5.08, for reference.
- The area fraction of the dominant cell type after synthesis is 0.765, for reference.
- The TritonCTS clock tree is built, for reference.
- The least setup slack across all paths after layout is -1160 ps, for reference.
- The gate count of the mapped netlist is 569, for reference.
- Summing every instance area after synthesis gives 10,000 µm².
- The effective utilization at floorplan is 0.411, for reference.
- The number of library cell types mapped by synthesis is 22, for reference.
- In the Yosys report the total cell count is 569.
- The met2 track demand over resource in global routing is 0.314, for reference.
- The growth of design area from synthesis to finish is 37.7%, for reference.
- For the pin with the worst max-slew slack, the measured transition is 481 ps.
- Endpoints with negative setup slack in the final report add up to 8.
- The overall overflow remaining after global route is 0, for reference.
- The initial antenna violation count is 0, for reference.
- The maximum clock insertion buffer count is 3, for reference.
- Setup repair after global routing could not meet its margin everywhere.
- The dominant synthesized flop cell is sky130_fd_sc_hd__edfxtp_1, for reference.
- In this run the horizontal extent of the chip is about 160 µm.
- STA puts the critical path data required time at 2400 ps.
- The via total after detailed routing is 6,436, for reference.
- For met1 alone, demand over resource in global routing was 0.255.
- The overall die size recorded for this design is roughly 26,000 µm².
- The synthesis-stage register bit count is 256, for reference.
- After clock tree synthesis, the flow added hold-fix buffers numbering 0.
- The stage logs contain a warning count of 287.
- The initialized floorplan defines 57 standard-cell rows.
- The worst hold path belongs to the class input port to flop.
- The number of flip-flops in the largest register is 256, for reference.
- In the final layout, flip-flops and latches occupy 7690 µm².
- The number of top-level pins is 26, for reference.
- The clock-pin slew on the worst setup and hold paths is 50 ps, for reference.
- STA classifies the critical path startpoint as a flop.
- The first TritonRoute pass finished after 5 iterations.
- 0 antenna diodes ended up in the layout.
- The number of buffers created by CTS is 26, for reference.
- The area of all placed cells without fillers is 13,800 µm², for reference.
- The clock tree has to reach 256 sinks.
- The setup path with the least slack is of type flop to output pin.
- At the end of the flow the core is filled with cells to 0.565.
- The detail route stage leaves a number of antenna-violating nets equal to 0.
- Ranked by instance count, the synthesized netlist is headed by sky130_fd_sc_hd__edfxtp_1, sky130_fd_sc_hd__mux2i_1, sky130_fd_sc_hd__o22ai_1.
- In this run, the number of DRC markers left after iteration 0 of detailed routing was 304.
- The total wirelength of the detailed-routed design is ~24 mm, for reference.
- The post-synthesis sequential area ratio is 0.765, for reference.
- The routed length per placed instance is ~19 µm, for reference.
- The leakage dissipation is 5.83 nW, for reference.
- In this run, synthesis inferred ~260 flip-flops with an integrated enable.
- The total power per unit cell area is 658 nW/µm², for reference.
- The cell area reported after detailed placement is 11,600 µm², for reference.
- The maximum net fanout on the critical path is 1, for reference.
- The leading area contributor after synthesis is sky130_fd_sc_hd__edfxtp_1, for reference.
- Looking at the clock tree report, the root buffer type is sky130_fd_sc_hd__clkbuf_16.
- The combined global-route utilization of all metal layers is 0.208, for reference.
- The count of buffers added on input and output ports is 22.
- In the placement report, post-DP HPWL is listed as 14.2 mm.
- Per the synth stats, the proportion of register bits with asynchronous set or reset is 0.
- Max-cap violations in this run came to 0.
[power by group]
| group | switching, W | internal, W | leakage (nW) |
|---|---|---|---|
| sequential | 0.0000102 | 0.00401 | 2.31 |
| combinational | 0.000298 | 0.000233 | 1.74 |
| clock | 0.00217 | 0.00238 | 1.78 |
| total | 0.00248 | 0.00662 | 5.83 |
[worst max-delay path: stages, from the launching register on]
cell                       delay, ps
sky130_fd_sc_hd__edfxtp_1        350
sky130_fd_sc_hd__mux2i_1         210
sky130_fd_sc_hd__o22ai_2         160
sky130_fd_sc_hd__nor4_4          400
sky130_fd_sc_hd__buf_4           180
sky130_fd_sc_hd__nand2_4          50
sky130_fd_sc_hd__buf_2           130
[placed cells by master, fill, tap and decap left out, types with 2 or more instances in the layout]
cell type and count:
sky130_fd_sc_hd__or4b_1 4, sky130_fd_sc_hd__or4bb_1 2, sky130_fd_sc_hd__buf_6 12, sky130_fd_sc_hd__buf_4 52, sky130_fd_sc_hd__edfxtp_1 256, sky130_fd_sc_hd__clkbuf_16 27
sky130_fd_sc_hd__nor4_2 7, sky130_fd_sc_hd__nand4bb_1 4, sky130_fd_sc_hd__mux2i_2 4, sky130_fd_sc_hd__nand3b_1 4, sky130_fd_sc_hd__buf_12 26, sky130_fd_sc_hd__nor4_4 8
sky130_fd_sc_hd__clkinv_4 2, sky130_fd_sc_hd__nand2_4 5, sky130_fd_sc_hd__buf_2 9, sky130_fd_sc_hd__bufinv_16 4, sky130_fd_sc_hd__inv_1 258, sky130_fd_sc_hd__nor3_4 4
sky130_fd_sc_hd__nand2_2 2, sky130_fd_sc_hd__o22ai_1 54, sky130_fd_sc_hd__dlygate4sd2_1 2, sky130_fd_sc_hd__nor2_2 8, sky130_fd_sc_hd__clkdlybuf4s50_1 8, sky130_fd_sc_hd__nand4b_1 4
sky130_fd_sc_hd__nor2_4 20, sky130_fd_sc_hd__or3b_4 3, sky130_fd_sc_hd__o22ai_2 10, sky130_fd_sc_hd__nand2_1 3, sky130_fd_sc_hd__inv_4 3, sky130_fd_sc_hd__clkinvlp_2 4
sky130_fd_sc_hd__mux2i_1 123
[worst paths after layout]
path	from	to	slack [ps]	depth (start not counted)
max	mem[3][1]	out[1]	-1160	6
min	ad[1]	mem[24][7]	2100	4
[stage by stage]
step / power (W) / std cells / setup slack, ps / hold WS, ps
2_1_floorplan: 0.00479 / 569 / -660 / 1640
3_3_place_gp: 0.00505 / 960 / -1010 / 2630
3_5_place_dp: 0.00506 / 960 / -1020 / 2640
4_1_cts: 0.00921 / 1261 / -1200 / 2090
5_1_grt: 0.00967 / 1266 / -1230 / 2100
6_report: 0.00910 / 1266 / -1160 / 2100
[what timing repair did]
item                                    in CTS  in global routing
pin swaps                                   38                 23
endpoints found under the setup margin     264                 49
setup buffers                                5                  5
gates resized                               85                 21
cloned                                       1                  1
[final cells by class]
cell class	instances	share of cell area
multi-input cells	277	0.196
flip-flops and latches	256	0.556
clock buffers	26	0.0470
clock inverters	272	0.0840
well taps	324	0.0293
repair buffers	111	0.0881
[cell families (layout without fill, tap and decap cells)]
family,count (synthesis),after routing,synth area share
compound gates,64,64,0.0399
buf+inv,36,409,0.0179
flops,256,256,0.765
mux,128,128,0.128
simple gates,85,85,0.0493
[per-layer routing]
layer	up-vias	share of wire	routed length, µm
li1	3021	-	-
met1	3075	0.37	9020
met2	283	0.50	12100
met3	57	0.091	2200
met4	0	0.036	877
met5	-	0	0
Power and IR drop assume default switching activity.
