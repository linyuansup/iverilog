===== flow/config.mk =====
export PLATFORM = sky130hd
export DESIGN_NAME = register_file
export DESIGN_NICKNAME = register_file
export VERILOG_FILES = /design/flow/design.v
export SDC_FILE = /design/flow/constraint.sdc
export NUM_CORES = 4
export LEC_CHECK = 1
export CORE_UTILIZATION = 30

===== flow/constraint.sdc =====
current_design register_file

set clk_period 2.6
set clk_io_pct 0.2

create_clock -name clk0 -period $clk_period [get_ports {clk}]

set non_clock_inputs [all_inputs -no_clocks]
set_input_delay [expr $clk_period * $clk_io_pct] -clock clk0 $non_clock_inputs
set_output_delay [expr $clk_period * $clk_io_pct] -clock clk0 [all_outputs]

===== flow/design.v =====
module register_file(
  input clk,
  input [3:0] raddr1,
  input [3:0] raddr2,
  input [3:0] waddr,
  input [15:0] wdata,
  input wen,
  output reg [15:0] rdata1,
  output reg [15:0] rdata2
);
  reg [15:0] registers [0:7];
  always @(*) begin
    rdata1 = registers[raddr1];
    rdata2 = registers[raddr2];
  end
  always @(posedge clk) begin
    if (wen) begin
      registers[waddr] <= wdata;
    end
  end
endmodule

===== flow/run.sh =====
#!/bin/bash
# OpenROAD 26Q1-2900-gdf79404cd8, Yosys 0.63+post, stock flow scripts
make -C /OpenROAD-flow-scripts/flow DESIGN_CONFIG=/design/flow/config.mk WORK_HOME=/design/flow/orfs finish

==> tab_implementation.tex <==
% Implementation results table
\begin{tabular}{lr}
\hline
Metric & Value \\
\hline
\multicolumn{2}{l}{\textbf{Finish}} \\
\quad Fill cell instance count of the final layout & 1707 \\
\quad Most flop-heavy register & registers \\
\quad Post-route cell area & 0.00788 sq mm \\
\quad Regs by FF count & registers (128) \\
\quad Sequential Area & 0.00384 sq mm \\
\quad Area growth from synthesis to layout & 30.3\% \\
\quad Comb. cell area & 0.00204 sq mm \\
\quad Share of post-route cells with drive strength above 1 & 33.3\% \\
\quad Largest register FFs & 128 \\
\multicolumn{2}{l}{\textbf{Logic synthesis}} \\
\quad Most popular library cell in the synthesized design by count & sky130\_fd\_sc\_hd\_\_edfxtp\_1 \\
\quad Library cells used by synthesis & 12 \\
\quad Top cell type's share of synthesized area & 63.6\% \\
\quad Mean instance size in the synthesized netlist & 23.7 sq um \\
\quad Dominant register cell in the synthesized netlist & sky130\_fd\_sc\_hd\_\_edfxtp\_1 \\
\quad Fraction of registers with async set/reset & 0\% \\
\quad \#FFs+latches synth & 128 \\
\quad Area share of and-or/or-and cells after synthesis & 0\% \\
\quad Post-synthesis simple-gate area fraction & 0.973\% \\
\quad Adder Area Share & 0\% \\
\quad Mux cell area share & 33.3\% \\
\quad Ranking of synthesized cells by instance count & sky130\_fd\_sc\_hd\_\_edfxtp\_1 (128), sky130\_fd\_sc\_hd\_\_mux4\_1 (56), sky130\_fd\_sc\_hd\_\_mux2\_2 (32) \\
\quad Cells after synthesis & 255 \\
\quad Yosys cell count & 255 \\
\quad Number of warning messages in the yosys log & 1 \\
\quad Parity-gate share of the synthesized area counting xor and xnor cells & 0\% \\
\quad Cell accounting for the most synthesized area & sky130\_fd\_sc\_hd\_\_edfxtp\_1 \\
\quad Post-synth design cell area & 0.00604 sq mm \\
\quad Synthesized chip area reported by yosys & 0.00604 sq mm \\
\quad Largest cells by area & sky130\_fd\_sc\_hd\_\_edfxtp\_1 (64\%), sky130\_fd\_sc\_hd\_\_mux4\_1 (24\%), sky130\_fd\_sc\_hd\_\_mux2\_2 (6.0\%) \\
\quad Post-synth tally of flip-flops with integrated enable & 128 \\
\quad Proportion of synthesized chip area in sequential cells & 63.6\% \\
\quad Largest logic family & multiplexers \\
\multicolumn{2}{l}{\textbf{GRT}} \\
\quad Total global routing track utilization & 13.7\% \\
\quad GRT met1 Usage & 16.9\% \\
\quad Sum of overflow across all layers after global routing & 0 \\
\quad Wire length of the first global-routing pass & 18.6 mm \\
\quad Vias in the first global route & 3375 \\
\quad GR Util met3 & 6.38\% \\
\quad Met2 track demand over resource in global routing & 22.9\% \\
\quad Pin count of the biggest net entering global routing & 17 \\
\quad Top Usage Layer GRT & met2 \\
\quad Number of antenna violations at the first check in global routing & 1 \\
\multicolumn{2}{l}{\textbf{Placement}} \\
\quad Final HPWL from detailed placement & 7.22 mm \\
\quad Worst setup slack after placement & -0.224 ns \\
\quad Count of input and output buffers & 58 \\
\quad DP Area & 0.00706 sq mm \\
\quad Final Wtd Congestion & 0.723 \\
\multicolumn{2}{l}{\textbf{Run}} \\
\quad Total number of warnings across the stage logs & 29 \\
\quad Number of max-cap violations & 0 \\
\multicolumn{2}{l}{\textbf{Floorplanning}} \\
\quad Ports placed on the boundary & 62 \\
\quad Die extent in x & 144 microns \\
\quad Area of the placeable core & 0.0196 sq mm \\
\quad Initial standard-cell utilization of the core & 30.9\% \\
\quad Site Rows & 51 \\
\quad Overall die height & 144 microns \\
\quad Chip area & 0.0207 sq mm \\
\multicolumn{2}{l}{\textbf{Critical path}} \\
\quad Data arrival time of the worst path & 2.06 ns \\
\quad Cells along the critical path & buf\_12 -> buf\_12 -> mux4\_1 -> mux2\_2 -> clkdlybuf4s50\_1 \\
\quad CP endpoint kind & output port \\
\quad Delay contributed by the slowest stage of the critical path & 0.55 ns \\
\quad Critical path class & primary input to output port \\
\quad Highest net fanout along the worst path & 5 \\
\quad Critical path data required time & 2.08 ns \\
\quad Critical Path Start Type & primary input \\
\quad Library cell appearing most often on the critical path & sky130\_fd\_sc\_hd\_\_buf\_12 \\
\quad Cell with the biggest individual delay on the critical path & sky130\_fd\_sc\_hd\_\_mux4\_1 \\
\multicolumn{2}{l}{\textbf{Timing}} \\
\quad Worst Setup Slack, final & 0.0203 ns \\
\quad Setup repair after global routing missed its margin & yes \\
\quad Final count of hold timing violations & 0 \\
\quad Worst hold slack & 0.838 ns \\
\quad Final worst path period need & 2.58 ns \\
\quad Relative slew slack & 78.7\% \\
\quad Max Slew Vio Count & 0 \\
\quad Transition time of the tightest slew-check pin & 0.320 ns \\
\quad Setup TNS after final layout & 0 ns \\
\quad Final setup violating endpoints & 0 \\
\quad Max Clock Freq & 388 MHz \\
\quad Period utilization & 99.2\% \\
\multicolumn{2}{l}{\textbf{Route}} \\
\quad Drt initial violations & 141 \\
\quad Count of antenna-violating nets left after detailed routing & 0 \\
\quad WL per Instance & 21.1 microns \\
\quad Via-per-instance ratio & 4.90 \\
\quad DRC violations left & 0 \\
\quad Total Wirelength & 13.0 mm \\
\quad Pre-antenna DRT Iters & 4 \\
\quad Vias & 3021 \\
\multicolumn{2}{l}{\textbf{Clock tree}} \\
\quad Quantity of hold-fixing buffers added after cts & 0 \\
\quad CTS tree & built \\
\quad Clock sink count & 128 \\
\quad Number of post-CTS setup repair buffers & 0 \\
\quad Total number of H-tree levels & 4 \\
\quad TritonCTS buffer count & 17 \\
\quad Clock Pin Slew Worst Setup and Hold Paths & 0.05 ns \\
\quad Library cell used as clock root buffer & sky130\_fd\_sc\_hd\_\_clkbuf\_16 \\
\quad Maximum clock path buffer count & 2 \\
\multicolumn{2}{l}{\textbf{Power}} \\
\quad Clock power share & 46.4\% \\
\quad Leakage & 2.66 nW \\
\quad Switching Share & 19.1\% \\
\quad P per Cell Area & 689 mW/mm\^{}2 \\
\quad Internal power consumption & 4.39 mW \\
\quad Reg power frac & 43.6\% \\
\quad Worst ir drop on vdd & 0.000406 V \\
\quad Switching power total & 1.04 mW \\
\quad Combinational power share & 9.9\% \\
\multicolumn{2}{l}{\textbf{Hold path}} \\
\quad Hold Crit Class & primary input to flip-flop \\
\multicolumn{2}{l}{\textbf{Status}} \\
\quad Status & complete, no violations \\
\hline
\end{tabular}
==> kinds of logic (layout without fill, tap and decap cells) <==
logic type | Yosys count | count (layout)
flip-flops | 128 | 128
multiplexers | 96 | 96
buffers and inverters | 18 | 114
AND/OR/NAND/NOR | 13 | 13
other | 0 | 1
==> stage by stage <==
step | total power, mW | utilization [%] | std cells
global placement | 2.89 | 36.0 | 578
detailed placement | 2.90 | 36.0 | 578
CTS | 5.47 | 40.4 | 616
floorplan | 2.64 | - | 255
finish | 5.43 | 40.2 | 617
global route | 5.59 | 40.2 | 616
==> final cells by class <==
class	instances	area share (%)
timing repair buffer	82	12.9
tap	265	4.21
multi-input combinational	109	25.9
clock buffer	18	5.45
sequential	128	48.8
antenna	1	0.0318
clock inverter	14	2.72
==> routing by layer <==
metal  vias up  wire, microns  share of wire (%)
li1       1334              -                  -
met5         -              0                  0
met3        22           1280                9.8
met2       142           6700                 51
met1      1523           4780                 37
met4         0            269                2.1
==> timing repair <==
action,4_1_cts,5_1_grt
pin swaps,0,0
setup endpoints to repair,32,14
gates cloned,6,0
gates resized,28,16
==> power groups by stage <==
stage	Clock [mW]	Combinational [mW]	Sequential, mW
6_report	2.52	0.540	2.37
5_1_grt	2.64	0.577	2.37
4_1_cts	2.56	0.545	2.37
==> worst paths after layout <==
check,cells past startpoint,endpoint,startpoint
setup / recovery,5,rdata1[9],raddr1[0]
hold / removal,1,registers[4][10],wdata[10]
==> cell usage in the layout, fill, tap and decap left out, types with 5 or more instances in the layout <==
cell / instances
sky130_fd_sc_hd__buf_12: 10
sky130_fd_sc_hd__buf_16: 6
sky130_fd_sc_hd__buf_4: 8
sky130_fd_sc_hd__bufinv_16: 5
sky130_fd_sc_hd__clkbuf_16: 17
sky130_fd_sc_hd__clkdlybuf4s50_1: 54
sky130_fd_sc_hd__edfxtp_1: 128
sky130_fd_sc_hd__mux2_2: 27
sky130_fd_sc_hd__mux2_4: 5
sky130_fd_sc_hd__mux4_1: 40
sky130_fd_sc_hd__mux4_2: 24
sky130_fd_sc_hd__nor2_1: 6
==> worst max-delay path, delay by kind of cell <==
kind | cells | cell delay, ns
buf+inv | 3 | 0.68
mux | 2 | 0.86
Power is estimated from default activity; no workload was simulated.
